[flow/config.mk]
export PLATFORM = sky130hd
export DESIGN_NAME = Spartan6_DSP48A1
export DESIGN_NICKNAME = Spartan6_DSP48A1
export VERILOG_FILES = /design/flow/design.v
export SDC_FILE = /design/flow/constraint.sdc
export NUM_CORES = 4
export LEC_CHECK = 1
export CORE_UTILIZATION = 30
[flow/constraint.sdc]
current_design Spartan6_DSP48A1

set clk_period 13.0
set clk_io_pct 0.2

create_clock -name clk0 -period $clk_period [get_ports {CLK}]

set non_clock_inputs [all_inputs -no_clocks]
set_input_delay [expr $clk_period * $clk_io_pct] -clock clk0 $non_clock_inputs
set_output_delay [expr $clk_period * $clk_io_pct] -clock clk0 [all_outputs]
[flow/design.v]
 module Spartan6_DSP48A1
 #(
    parameter A0REG = 0, 
              A1REG = 1, 
              B0REG = 0,
              B1REG = 1,
              CREG = 1, 
              DREG = 1, 
              MREG = 1,
              PREG = 1, 
              CARRYINREG = 1, 
              CARRYOUTREG = 1, 
              OPMODEREG = 1,
              CARRYINSEL = "OPMODE5", 
              B_INPUT = "DIRECT", 
              RSTTYPE = "SYNC" 
 )
 (
 	input [17:0] A,B,D,BCIN,
 	input [47:0] C,PCIN,
 	input [7:0] OPMODE,
 	input CLK,CARRYIN,
 	input RSTA, RSTB, RSTM, RSTP, RSTC, RSTD, RSTCARRYIN, RSTOPMODE,
 	input CEA, CEB, CEM, CEP, CEC, CED, CECARRYIN, CEOPMODE,
   output [17:0] BCOUT,
   output [47:0] PCOUT,P,
   output [35:0] M,
   output CARRYOUT, CARRYOUTF
 );
   wire [17:0] A0_m, A1_m, B0_m,B1_m,D_m,B0_in,B1_in,pre_adder_out;
   wire [47:0] C_m,Post_adder_out;
   wire [35:0] M_m,mult_out;
   wire [7:0] OPMODE_m;
   wire CYI_in,CYI_m,CYO_in;
   reg [47:0] X_m,Z_m;
   reg_mux #(18,RSTTYPE,A0REG)  A0_REG(A,RSTA,CEA,CLK,A0_m);
   reg_mux #(18,RSTTYPE,A1REG)  A1_REG(A0_m,RSTA,CEA,CLK,A1_m);
   reg_mux #(18,RSTTYPE,B0REG)  B0_REG(B0_in,RSTB,CEB,CLK,B0_m);
   reg_mux #(18,RSTTYPE,B1REG)  B1_REG(B1_in,RSTB,CEB,CLK,B1_m);
   reg_mux #(48,RSTTYPE,CREG)  C_REG(C,RSTC,CEC,CLK,C_m);
   reg_mux #(18,RSTTYPE,DREG)  D_REG(D,RSTD,CED,CLK,D_m);
   reg_mux #(36,RSTTYPE,MREG)  M_REG(mult_out,RSTM,CEM,CLK,M_m);
   reg_mux #(48,RSTTYPE,PREG)  P_REG(Post_adder_out,RSTP,CEP,CLK,P);
   reg_mux #(1,RSTTYPE,CARRYINREG)  CYI_REG(CYI_in,RSTCARRYIN,CECARRYIN,CLK,CYI_m);
   reg_mux #(1,RSTTYPE,CARRYOUTREG)  CYO_REG(CYO_in,RSTCARRYIN,CECARRYIN,CLK,CARRYOUT);
   reg_mux #(8,RSTTYPE,OPMODEREG)  OPMODE_REG(OPMODE,RSTOPMODE,CEOPMODE,CLK,OPMODE_m);
   assign CYI_in=(CARRYINSEL=="OPMODE5")?OPMODE_m[5]:(CARRYINSEL=="CARRYIN")?CARRYIN:0;
   assign B0_in=(B_INPUT=="DIRECT")?B:(B_INPUT=="CASCADE")?BCIN:0;
   assign  pre_adder_out=(OPMODE_m[6]==0)?(D_m+B0_m):(D_m-B0_m); 
   assign  B1_in=(OPMODE_m[4]==1)?pre_adder_out:B0_m ;
   assign BCOUT = B1_m;
   assign  mult_out=A1_m*B1_m;
   assign  M = M_m;
 always @(*) begin
   case(OPMODE_m[1:0])
      0:X_m=0;
      1:X_m=M_m;
      2:X_m=P;
      3:X_m={D_m[11:0],A1_m[17:0],B1_m[17:0]};
   endcase
 end
  always @(*) begin
   case(OPMODE_m[3:2])
      0:Z_m=0;
      1:Z_m=PCIN;
      2:Z_m=P;
      3:Z_m=C_m;
   endcase
 end
 assign {CYO_in,Post_adder_out}=(OPMODE_m[7]==0)?(X_m+Z_m+CYI_m):(Z_m-(X_m+CYI_m));
 assign CARRYOUTF = CARRYOUT ;
 assign PCOUT = P ;
endmodule 
module reg_mux(data,rst,ce,clk,out);
 parameter WIDTH=18;
 parameter RSTTYPE = "SYNC"; 
 parameter REGISTER_ENABLE=1; 
 input [WIDTH-1:0] data;
 input clk,rst,ce;
 output  [WIDTH-1:0] out;
 reg [WIDTH-1:0] out_sync,out_async;
 always @(posedge clk ) begin
 	if (RSTTYPE!="ASYNC") begin  
 		if(rst)
 			out_sync<=0;
 		else if(ce)	
 			out_sync<=data;
 	end
 end
 always @(posedge clk or posedge rst) begin
 	if (RSTTYPE=="ASYNC") begin 
 		if(rst)
 			out_async<=0;
 		else if(ce)	
 			out_async<=data;
 	end
 end
assign out =(REGISTER_ENABLE&&RSTTYPE=="ASYNC")?out_async:(REGISTER_ENABLE&&RSTTYPE!="ASYNC")?out_sync:data ;
endmodule
[flow/run.sh]
#!/bin/bash
# OpenROAD 26Q1-2900-gdf79404cd8, Yosys 0.63+post, stock flow scripts
make -C /OpenROAD-flow-scripts/flow DESIGN_CONFIG=/design/flow/config.mk WORK_HOME=/design/flow/orfs finish
==> metrics.yaml <==
total_leakage_power_nw: 15.2
die_w_um: 306
route.antenna.remaining_nets: 0
p_switching_mw: 1.18
cts_num_sinks: 196
run_status: "completed"
clock_tree_skew_after_final_layout_ns: 0.0214
drc: 0
fmax_mhz: 137
finalWorstPathRequiredPeriod_ns: 7.30
synth.avg_cell_area_sq_um: 8.19
clk_pin_slew_worst_paths_ns: 0.08
ys_chip_area_sq_um: 27800
synthArstFlopShare_pct: 0
grt_antenna_before_repair: 0
initial_core_util_pct: 30.3
slew_violations: 0
holdPathStages: 2
top_level_ports: 346
met3_usage_pct: 7.42
hpwlAfterDp_mm: 77.2
irDropWorstVdd_uv: 110
rsz0062_at_grt: "false"
crit_start: "B1_REG.out_sync[3]"
r2r_start: "B1_REG.out_sync[3]"
routed_wl_per_cell_um: 20.5
netlist_instances: 3391
worst-slew-pin-transition_ns: 0.958
ff2ff_path_depth: 22
synth.cell_area_sq_um: 27800
global_route.usage.met1_pct: 30.1
finalWorstSetupSlack_ns: 5.70
ys_seq_share_pct: 14.1
number_of_warnings_reported_in_the_yosys_synthesis_log: 7
cts_root_buf: "sky130_fd_sc_hd__clkbuf_16"
timing.critical_path.to: "M_REG.out_sync[32]"
drt_wl_total_mm: 97.3
num_rows: 111
yosysCellCount: 3391
fraction_of_layout_instances_using_a_drive_strength_above_1_pct: 6.00
hp-class: "flip-flop to flip-flop"
cts_buffer_depth: 2
post-route-period-util_pct: 56.1
io_buffer_count: 326
cts-hold-fix-buffers: 0
power_report.internal_total_mw: 1.53
netSwitchingFraction_pct: 43.6
htree_levels: 4
drt_first_pass_iters: 8
relSlewSlack_pct: 34.5
post_cts.repair.setup_buffers: 0
cellPowerDensity_nw_per_um2: 83.2
openroad.warnings: 91
ys_dominant_reg_cell: "sky130_fd_sc_hd__dfxtp_1"
critPathCaptureType: "flip-flop"
crit_fanout: 19
via_per_inst: 5.13
worst-endpoint-required_ns: 13.37
cts_tree: "yes"
post_cts_resized: 0
grtUsageTotal_pct: 21.5
grt_max_degree: 49
place_ws_ns: 5.48
chip_area_sq_um: 93800
fraction_of_power_consumed_by_the_clock_network_pct: 22.4
drtIter0Drc: 1512
gp_congestion: 0.950
timing.rr.end: "M_REG.out_sync[32]"
core_area_sq_um: 91700
num-fill-cells: 9446
die_height_um: 306
final-setup-viol-count: 0
synth.lib_cells_used.distinct: 76
cp.arrival_ns: 7.67
worst_skew_pair.late_latency_ns: 0.53
first_pass_grt_wire_length_mm: 148
area_of_the_multi_input_gates_sq_um: 21000
routed_via_count: 24400
edf_count: 0
setup-tns-final_ns: 0
comb_power_share_pct: 50.3
timing.reg2reg.setup_slack_ns: 5.70
gr-max-usage-layer: "met2"
grtUsageMet2_pct: 32.3
setup.worst_path.class: "flip-flop to flip-flop"
share_seq_of_total_power_pct: 27.3
register_cell_area_after_layout_sq_um: 3930
ys.flops: 196
cts-buffers-inserted: 17
worstSetupStartpointType: "flip-flop"
maxCapViolCount: 0
grt.overflow.total: 0
area.growth.synth_to_final_pct: 17.1
grt_pass1_vias: 23700
hold_viol: 0
-- worst min path at each step --
stage | from | to | slack (ns)
4_1_cts | B1_REG.out_sync[11] | B1_REG.out_sync[11] | 0.48
5_1_grt | B1_REG.out_sync[11] | B1_REG.out_sync[11] | 0.49
6_report | B1_REG.out_sync[11] | B1_REG.out_sync[11] | 0.49
-- layout by cell type, fill, tap and decap left out, types with 10 or more instances in the layout --
master	n
sky130_fd_sc_hd__a211oi_1	48
sky130_fd_sc_hd__a21o_1	75
sky130_fd_sc_hd__a21oi_1	152
sky130_fd_sc_hd__a22o_1	62
sky130_fd_sc_hd__a22oi_1	26
sky130_fd_sc_hd__a311oi_1	10
sky130_fd_sc_hd__a31oi_1	22
sky130_fd_sc_hd__and2_1	143
sky130_fd_sc_hd__and3_1	19
sky130_fd_sc_hd__buf_4	63
sky130_fd_sc_hd__clkbuf_16	17
sky130_fd_sc_hd__clkdlybuf4s50_1	321
sky130_fd_sc_hd__dfxtp_1	191
sky130_fd_sc_hd__fa_1	261
sky130_fd_sc_hd__ha_1	267
sky130_fd_sc_hd__inv_1	462
sky130_fd_sc_hd__mux2_2	84
sky130_fd_sc_hd__mux2i_1	147
sky130_fd_sc_hd__nand2_1	300
sky130_fd_sc_hd__nand2b_1	16
sky130_fd_sc_hd__nand3_1	36
sky130_fd_sc_hd__nand4_1	13
sky130_fd_sc_hd__nor2_1	294
sky130_fd_sc_hd__nor2b_1	34
sky130_fd_sc_hd__nor3_1	49
sky130_fd_sc_hd__nor4_1	11
sky130_fd_sc_hd__o211ai_1	15
sky130_fd_sc_hd__o21a_1	18
sky130_fd_sc_hd__o21ai_0	78
sky130_fd_sc_hd__o21bai_1	19
sky130_fd_sc_hd__o31ai_1	13
sky130_fd_sc_hd__or3_1	13
sky130_fd_sc_hd__xnor2_1	88
sky130_fd_sc_hd__xor2_1	37
-- state kept, by name (all words and copies together) (netlist names) --
signal               cells
OPMODE_REG.out_sync      8
CYI_REG.out_sync         1
C_REG.out_sync          48
M_REG.out_sync          36
CYO_REG.out_sync         1
P_REG.out_sync          48
A1_REG.out_sync         18
B1_REG.out_sync         18
D_REG.out_sync          18
-- synthesized netlist by cell type, types with 37 or more instances --
| cell | count | area share [%] |
|---|---|---|
| sky130_fd_sc_hd__a22o_1 | 62 | 2.0 |
| sky130_fd_sc_hd__fa_1 | 261 | 19 |
| sky130_fd_sc_hd__ha_1 | 267 | 12 |
| sky130_fd_sc_hd__a211oi_1 | 48 | 1.3 |
| sky130_fd_sc_hd__nor2_1 | 294 | 4.0 |
| sky130_fd_sc_hd__clkbuf_1 | 181 | 2.4 |
| sky130_fd_sc_hd__nand2_1 | 300 | 4.1 |
| sky130_fd_sc_hd__mux2i_1 | 147 | 5.3 |
| sky130_fd_sc_hd__dfxtp_1 | 196 | 14 |
| sky130_fd_sc_hd__buf_4 | 49 | 1.3 |
| sky130_fd_sc_hd__a21oi_1 | 152 | 2.7 |
| sky130_fd_sc_hd__nor3_1 | 49 | 0.88 |
| sky130_fd_sc_hd__xor2_1 | 37 | 1.2 |
| sky130_fd_sc_hd__a21o_1 | 75 | 2.0 |
| sky130_fd_sc_hd__o21ai_0 | 78 | 1.4 |
| sky130_fd_sc_hd__mux2_2 | 84 | 3.4 |
| sky130_fd_sc_hd__xnor2_1 | 88 | 2.8 |
| sky130_fd_sc_hd__and2_1 | 143 | 3.2 |
| sky130_fd_sc_hd__inv_1 | 462 | 6.2 |
-- through the flow --
step / hold WS, ns / instances / utilization (%) / instance area, sq um / power [mW]
after CTS: 0.483 / 4751 / 35.5 / 32500 / 2.73
after global placement: 0.466 / 4719 / 34.8 / 31900 / 2.10
after global routing: 0.494 / 4751 / 35.5 / 32500 / 2.90
after detailed placement: 0.468 / 4719 / 34.8 / 31900 / 2.10
after floorplan: 0.438 / 3391 / - / 27800 / 1.61
final: 0.486 / 4753 / 35.5 / 32500 / 2.70
-- cell families after synthesis --
kind of cell,count (synthesis),share of synthesized area (%)
AOI/OAI and AO/OA,644,16.2
muxes,231,8.70
and+or+nand+nor,959,16.0
adders and majority gates,528,30.8
xor gates and xnor gates,125,3.94
DFF,196,14.1
buffers and inverters,708,10.2
-- critical path: stages, from the launching register on --
cell and delay, ns:
sky130_fd_sc_hd__dfxtp_1 0.43, sky130_fd_sc_hd__buf_4 0.33, sky130_fd_sc_hd__nand2_1 0.15, sky130_fd_sc_hd__fa_1 0.52, sky130_fd_sc_hd__fa_1 0.59, sky130_fd_sc_hd__fa_1 0.45
sky130_fd_sc_hd__fa_1 0.54, sky130_fd_sc_hd__inv_1 0.05, sky130_fd_sc_hd__fa_1 0.47, sky130_fd_sc_hd__inv_1 0.05, sky130_fd_sc_hd__fa_1 0.50, sky130_fd_sc_hd__inv_1 0.05
sky130_fd_sc_hd__ha_1 0.34, sky130_fd_sc_hd__a21o_1 0.20, sky130_fd_sc_hd__a21o_1 0.16, sky130_fd_sc_hd__a21o_1 0.19, sky130_fd_sc_hd__or3_1 0.35, sky130_fd_sc_hd__o311a_1 0.43
sky130_fd_sc_hd__o41ai_1 0.46, sky130_fd_sc_hd__o21ai_0 0.25, sky130_fd_sc_hd__o21ai_0 0.26, sky130_fd_sc_hd__mux2i_1 0.20, sky130_fd_sc_hd__o311ai_0 0.13
-- power by group through the flow --
| stage | logic [mW] | clock network, mW | registers (mW) |
|---|---|---|---|
| 4_1_cts | 1.36 | 0.633 | 0.740 |
| 5_1_grt | 1.51 | 0.646 | 0.746 |
| 6_report | 1.36 | 0.605 | 0.738 |
-- final cells by class --
class,count,area share (%)
flip-flops and latches,196,12.1
multi-input cells,2487,64.7
well taps,1186,4.56
repair buffers,388,11.4
inverters,462,5.33
clock buffers,17,1.31
clock inverters,15,0.642
diodes,2,0.0154
-- metal layers --
| metal | part of all wire, % | wire, um |
|---|---|---|
| met1 | 43 | 42000 |
| met2 | 44 | 42400 |
| met3 | 10 | 10000 |
| met4 | 3.0 | 2880 |
| met5 | 0 | 0 |
Power and IR drop assume default switching activity.
